===== ./config.mk =====
export PLATFORM = sky130hd
export DESIGN_NAME = cpu_ctrl
export DESIGN_NICKNAME = cpu_ctrl
export VERILOG_FILES = /design/flow/design.v
export SDC_FILE = /design/flow/constraint.sdc
export NUM_CORES = 4
export LEC_CHECK = 1
export CORE_AREA = 10 10 200 200
export DIE_AREA = 0 0 210 210

===== ./run.sh =====
#!/bin/bash
# OpenROAD 26Q1-2900-gdf79404cd8, Yosys 0.63+post, stock flow scripts
make -C /OpenROAD-flow-scripts/flow DESIGN_CONFIG=/design/flow/config.mk WORK_HOME=/design/flow/orfs finish

===== ./constraint.sdc =====
current_design cpu_ctrl

set clk_period 19.8
set clk_io_pct 0.2

create_clock -name clk0 -period $clk_period [get_ports {clk_in}]

set non_clock_inputs [all_inputs -no_clocks]
set_input_delay [expr $clk_period * $clk_io_pct] -clock clk0 $non_clock_inputs
set_output_delay [expr $clk_period * $clk_io_pct] -clock clk0 [all_outputs]

===== ./design.v =====
`timescale 1ns/1ps
module cpu_ctrl (
    input wire clk_in ,
    input wire rdy_in ,
    input wire rst_in ,
    input wire stall_in ,
    input wire [1:0] IF_ans_status ,
    input wire [1:0] ID_ans_status ,    
    input wire [1:0] EX_ans_status ,    
    input wire [1:0] MEM_ans_status ,
    input wire [31:0] EX_rd ,
    input wire [31:0] MEM_rd ,
    input wire [31:0] ID_rs1 ,
    input wire [31:0] ID_rs2 ,
    input wire [31:0] IF_npc ,
    input wire [31:0] ID_npc ,
    input wire [31:0] EX_npc ,
    input wire [31:0] real_pc ,
    output reg [31:0] next_pc ,
    output reg [1:0] IF_ID_stall_in ,
    output reg [1:0] ID_EX_stall_in ,
    output reg [1:0] EX_MEM_stall_in ,
    output reg [1:0] MEM_WB_stall_in ,
    output reg IF_stall_in ,     
    output reg ID_stall_in ,
    output reg EX_stall_in ,
    output reg MEM_stall_in ,
    output reg WB_stall_in ,
    output reg IF_ans_clear ,  
    output reg ID_ans_clear ,
    output reg EX_ans_clear ,
    output reg MEM_ans_clear 
);
always @(negedge clk_in) begin  
    if ( rst_in == 1 ) begin
        next_pc <= 0 ;
        IF_ID_stall_in <= 0 ;
        ID_EX_stall_in <= 0 ;
        EX_MEM_stall_in <= 0 ;
        MEM_WB_stall_in <= 0 ;
        IF_stall_in <= 0 ;
        ID_stall_in <= 0 ;
        EX_stall_in <= 0 ;
        MEM_stall_in <= 0 ;
        WB_stall_in <= 0 ;
        IF_ans_clear <= 0 ;
        ID_ans_clear <= 0 ;
        EX_ans_clear <= 0 ;
        MEM_ans_clear <= 0 ;
    end else if (rdy_in == 1) begin
        if ( ID_ans_status != 0 ) begin  
            if ( EX_ans_status != 0 && EX_rd != 0 && ( EX_rd == ID_rs1 || EX_rd == ID_rs2 ) ) begin
                IF_ID_stall_in <= 2 ;  
                ID_ans_clear <= 1 ;
            end
            else if( MEM_ans_status != 0 && MEM_rd != 0 && ( MEM_rd == ID_rs1 || MEM_rd == ID_rs2) ) begin
                IF_ID_stall_in <= 2 ;
                ID_ans_clear <= 1 ;
            end else begin
                IF_ans_clear <= 0 ;
                ID_ans_clear <= 0 ;
                EX_ans_clear <= 0 ;
                MEM_ans_clear <= 0 ;
                IF_ID_stall_in <= 0 ;
                ID_EX_stall_in <= 0 ;
                EX_MEM_stall_in <= 0 ;
                MEM_WB_stall_in <= 0 ;
            end
        end
        if ( EX_ans_status != 0 ) begin  
            if ( ID_ans_status != 0 && ID_npc != EX_npc - 4 ) begin
                IF_ans_clear <= 1 ;
                IF_ID_stall_in <= 3 ;  
                ID_ans_clear <= 1 ;
                next_pc <= EX_npc ;
            end else if ( ID_ans_status == 0 && IF_ans_status != 0 && IF_npc != EX_npc - 4 ) begin
                IF_ans_clear <= 1 ;
                next_pc <= EX_npc ;
            end else begin
                IF_ans_clear <= 0 ;
                ID_ans_clear <= 0 ;
                EX_ans_clear <= 0 ;
                MEM_ans_clear <= 0 ;
                IF_ID_stall_in <= 0 ;
                ID_EX_stall_in <= 0 ;
                EX_MEM_stall_in <= 0 ;
                MEM_WB_stall_in <= 0 ;
            end
        end
    end
end
endmodule

==> flow_summary.yaml <==
# synthesis and place-and-route metrics
status:
  run_status: "finished, final reports clean"
floorplan:
  die_w_microns: 210
  initial_core_util_pct: 14.9
  rows: 69
  die_y_microns: 210
  die_area_sq_mm: 0.0441
  core_sq_mm: 0.0356
  ios: 317
logic_synthesis:
  yosysUniqueCellTypes: 62
  ys_area_sq_mm: 0.00529
  seq_area_frac_synth_pct: 16.7
  synth_area_per_cell_sq_um: 8.13
  async_flop_share_pct: 0
  yosysWarnings: 1
  ys_cells: 650
  synth-seq-cells: 44
  synth-edff-count: 0
  syn_area_sq_mm: 0.00529
  syn_inst: 650
  ff_type: "dfxtp_1"
cts:
  htree_levels: 2
  cts_resized: 0
  cts_hold_buf: 0
  cts-buffers-inserted: 5
  insertion_delay_ps: 380
  cts_sinks: 44
  root_buffer: "clkbuf_16"
  post_cts_buffers: 0
  cts_tree: "done"
  cts_buffer_depth: 2
  clk_pin_slew_ps: 30
run:
  warnings: 102
  max_cap_viol_count: 0
worst_hold_path:
  hp-class: "reg2reg"
  hold-path-cell-count: 1
final_timing:
  rsz0062_at_grt: "false"
  slew_headroom_pct: 47.1
  maxSlewViolCount: 0
  setup_viol: 0
  fin_skew_ps: 0
  finalHoldViolations: 0
  worstMarginPinSlew_ps: 787
  tns_ps: 0
placed_design:
  hpwl_microns: 26300
  place.gp.congestion: 0.917
  io_buffer_count: 278
  place_inst: 1363
power:
  power_density_mw_per_mm2: 42.2
  ir_drop_mv: 0.0459
  p_leak_uw: 0.00304
setup_path:
  max_stage_delay_ps: 740
  cp_max_fo: 23
  path_cells: "clkdlybuf4s50_1 -> or4_1 -> nor4_1 -> a21oi_1 -> or3b_1 -> a32oi_1 -> or4_1 -> o22ai_2 -> a21oi_4 -> buf_4 -> mux2i_1 -> nor2_1"
  crit_type: "in2reg"
  start_kind: "input pin"
  arrival_ps: 8480
  crit_path_end_kind: "flip-flop"
  crit_top_cell: "or4_1"
  cp_data_required_time_ps: 10140
  cpMaxStageDelayCell: "or4_1"
  rr_worst_depth: 2
detailed_routing:
  num_vias: 6045
  wl_microns: 30200
  viasPerCell: 4.27
  remaining_drc_errors: 0
  wl_per_cell_microns: 21.4
  drtPass1Iterations: 5
  first_iter_violations: 306
  final_antenna_net_count: 0
layout:
  final_cells: 1415
  nFillCells: 3874
  drive_gt1_share_pct: 2.94
  syn2layout_area_growth_pct: 66.7
global_routing:
  grt_pass1_wl_microns: 43400
  overflow: 0
  antenna_found_initial: 5
  grt_pass1_vias: 6370
  grt_start_max_net_pins: 37
  grtUsageTotal_pct: 13.2
-- cells in the mapped netlist (5+ instances only) --
master / n / share of area (%)
clkbuf_1: 20 / 1.4
nor2_1: 56 / 4.0
nor3b_1: 5 / 0.71
nor2b_1: 5 / 0.59
o21ai_0: 17 / 1.6
mux2i_1: 35 / 6.6
a21oi_1: 10 / 0.95
xnor2_1: 119 / 20
and2_1: 11 / 1.3
xor2_1: 84 / 14
o2111ai_1: 5 / 0.83
nand2b_1: 5 / 0.59
nor3_1: 15 / 1.4
o221ai_1: 5 / 0.83
nand3_1: 8 / 0.76
or4_1: 17 / 2.4
dfxtp_1: 44 / 17
buf_4: 6 / 0.85
inv_1: 7 / 0.50
nand4_1: 33 / 3.9
nor4_1: 49 / 5.8
nand2_1: 17 / 1.2
or3_1: 5 / 0.59
-- kinds of logic (layout without fill, tap and decap cells) --
family | after synthesis | after routing | share of synthesized area, %
adders and majority gates | 1 | 1 | 0.237
DFF | 44 | 44 | 16.7
AOI/OAI and AO/OA | 70 | 70 | 9.66
muxes | 36 | 36 | 6.84
other | 1 | 6 | 0.0709
xor gates and xnor gates | 207 | 207 | 35.3
and+or+nand+nor | 250 | 250 | 27.4
buffers and inverters | 41 | 340 | 3.86
-- power breakdown --
| group | internal, uW | leakage, uW | total (uW) | switching (uW) |
|---|---|---|---|---|
| Sequential | 94.0 | 0.000360 | 96.3 | 2.23 |
| Combinational | 86.2 | 0.00237 | 156 | 70.0 |
| Clock | 58.1 | 0.000306 | 120 | 61.8 |
-- placed cells by master (no fill, tap or decap), drive strengths merged, types with 3 or more instances in the layout --
master / count
or3b: 3
o221ai: 5
clkdlybuf4s50: 277
clkbuf: 5
nand3: 8
and2: 11
or3: 6
o21a: 4
xnor3: 4
and3: 4
or4: 19
conb: 5
o21ai: 18
nor4: 52
mux2i: 35
nor3: 16
nand2: 17
inv: 51
nand4: 33
buf: 5
xor2: 84
nor3b: 6
xnor2: 119
nand2b: 5
a211oi: 4
nor2: 56
a32oi: 3
dfxtp: 44
a21oi: 11
nand3b: 3
nor2b: 5
o2111ai: 5
-- per-stage QoR --
step	utilization [%]	hold slack (ps)	setup slack, ps	instance area (sq um)	total power (uW)
global placement	23.9	443	1340	8510	268
finish	24.8	450	1660	8820	372
floorplan	-	406	2670	5300	176
CTS	24.8	455	1690	8810	383
detailed placement	23.9	443	1300	8510	268
global route	24.8	473	1390	8810	403
-- layer usage --
layer / global-route usage (%) / part of all wire [%] / wire length [microns] / vias up
li1: - / - / - / 2960
met1: 17.4 / 44 / 13300 / 2795
met2: 21.0 / 46 / 13900 / 235
met3: 4.21 / 8.0 / 2410 / 45
met4: 2.46 / 1.7 / 507 / 10
met5: 0 / 0.23 / 70 / -
-- final timing paths --
check	endpoint	start	slack, ps
min	MEM_WB_stall_in[1]$_SDFFE_NP0P_	MEM_WB_stall_in[1]$_SDFFE_NP0P_	450
max	next_pc[3]$_SDFFE_NP0P_	EX_npc[8]	1660
min reg2reg	MEM_WB_stall_in[1]$_SDFFE_NP0P_	MEM_WB_stall_in[1]$_SDFFE_NP0P_	450
max reg2reg	IF_ID_stall_in[0]$_SDFFE_NP0P_	IF_ID_stall_in[0]$_SDFFE_NP0P_	19120
-- worst max-delay path, delay by kind of cell --
family,cells,cell delay (ps)
buf+inv,2,1200
simple gates,5,2050
mux,1,250
compound gates,4,990
-- state kept, by name, indices dropped and copies added, names as in the netlist --
name and count:
EX_MEM_stall_in 2, EX_ans_clear 1, IF_ans_clear 1, ID_EX_stall_in 2, MEM_ans_clear 1, IF_ID_stall_in 2
MEM_WB_stall_in 2, ID_ans_clear 1, next_pc 32
-- layout make-up --
type | count | area [sq um] | share of cell area, %
diodes | 1 | 2.50 | 0.0284
inverters | 6 | 22.5 | 0.255
multi-input cells | 569 | 4220 | 47.8
flip-flops and latches | 44 | 881 | 9.99
clock buffers | 5 | 125 | 1.42
well taps | 461 | 577 | 6.54
clock inverters | 47 | 183 | 2.07
repair buffers | 282 | 2810 | 31.8
Power figures rest on the tool's default switching activity, not on a simulated workload.
